<file path="design.v">
module top_7segment(
	input [15:0] in_top,     
	output [27:0] out_top
);
bin_to_7segment inst0(.in(in_top[3:0]),.out(out_top[6:0])); 			 
bin_to_7segment inst1(.in(in_top[7:4]),.out(out_top[13:7]));
bin_to_7segment inst2(.in(in_top[11:8]),.out(out_top[20:14]));
bin_to_7segment inst3(.in(in_top[15:12]),.out(out_top[27:21]));
endmodule
module bin_to_7segment (		 
	input [3:0] in,				 
	output [6:0] out				 
);
	wire x,y,z,w;						 
	assign x = in[3];
	assign y = in[2];
	assign z = in[1];
	assign w = in[0];
	assign out[0] = x&z | x&y | y&~z&~w | ~x&~y&~z&w ;				 
	assign out[1] = x&z | x&y | y&~z&w | y&z&~w  ;					 
	assign out[2] = x&z | x&y | ~y&z&~w		;   						 
	assign out[3] = x&z | x&y | y&~z&~w | y&z&w | ~x&~y&~z&w; 	 
	assign out[4] = w | y&~z | x&z 	;									 
	assign out[5] = ~y&z | z&w | x&y | ~x&~y&w;						 
	assign out[6] = x&z | x&y | ~x&~y&~z | y&z&w ;					 
endmodule
</file>
<file path="run.sh">
#!/bin/bash
# OpenROAD 26Q1-2900-gdf79404cd8, Yosys 0.63+post, stock flow scripts
make -C /OpenROAD-flow-scripts/flow DESIGN_CONFIG=/design/flow/config.mk WORK_HOME=/design/flow/orfs finish
</file>
<file path="config.mk">
export PLATFORM = sky130hd
export DESIGN_NAME = top_7segment
export DESIGN_NICKNAME = top_7segment
export VERILOG_FILES = /design/flow/design.v
export SDC_FILE = /design/flow/constraint.sdc
export NUM_CORES = 4
export LEC_CHECK = 1
export CORE_AREA = 10 10 70 70
export DIE_AREA = 0 0 80 80
</file>
<file path="constraint.sdc">
current_design top_7segment

set clk_period 2.2
set clk_io_pct 0.2

create_clock -name clk0 -period $clk_period

set non_clock_inputs [all_inputs -no_clocks]
set_input_delay [expr $clk_period * $clk_io_pct] -clock clk0 $non_clock_inputs
set_output_delay [expr $clk_period * $clk_io_pct] -clock clk0 [all_outputs]
</file>
==> results_dict.tcl <==
# collected from the flow reports
set metrics [dict create \
    arrival_ns 1.68 \
    die_y_um 80 \
    ys_chip_area_um2 513 \
    hpwl_mm 1.75 \
    warnings 32 \
    drive_above_1_share_pct 20.6 \
    regArea_um2 0 \
    ant_nets 0 \
    crit_chain "dlygate4sd2_1 > and2b_1 > nor2_1 > a211o_1 > clkdlybuf4s50_1" \
    cts_setup_buffers 0 \
    finalSetupViolCount 0 \
    swShare_pct 35.5 \
    cp-start-kind "input pin" \
    slew_viol_final 0 \
    core_um2 3420 \
    grt_pass1_wl_mm 3.40 \
    path_max_fanout 5 \
    antenna_found_initial 0 \
    p_comb_share_pct 100.0 \
    fin_crit_ns 2.12 \
    status "finished clean" \
    clockPowerShare_pct 0 \
    hp-class "in -> out" \
    seqPwrFrac_pct 0 \
    synth_cells 87 \
    topCellsByArea "o21ai_0 12%, a211o_1 10%, and2_1 7.3%" \
    syn_to_final_growth_pct 110 \
    rows 21 \
    drt_iter0_drc 31 \
    max_cap_violations 0 \
    grt_max_degree 12 \
    numPortBuffers 44 \
    initial_utilization_pct 15.0 \
    critPathMaxStageDelay_ns 0.41 \
    num_vias 810 \
    clock.fmax_ghz 0.473 \
    yosysWarnings 0 \
    worst_slew_pin_slew_ns 0.257 \
    ys_seq_share_pct 0 \
    totalWireLength_mm 2.06 \
    grt_setup_unrepaired "no" \
    cellLeakagePower_uw 0.000493 \
    required_ns 1.76 \
    grt_pass1_vias 741 \
    power.switching_uw 77.1 \
    finalCritPeriodShare_pct 96.2 \
    timing.critical_path.to_type "output port" \
    ir_drop_mv 0.0522 \
    flops 0 \
    fin_setup_tns_ns 0 \
    die_x_um 80 \
    top_area_cell "o21ai_0" \
    cts_hold_buf 0 \
    die_area_um2 6400 \
    hold_viol_final 0 \
    via_per_inst 4.33 \
    synth.avg_cell_area_um2 5.90 \
    drcViolationCount 0 \
    num_io_pins 44 \
    synthesis.area_um2 513 \
    antenna_cells_inserted 0 \
    gp_routability_congestion 0.794 \
    ys_types 25 \
    finish.utilization_pct 31.5 \
    crit_path_top_delay_cell "clkdlybuf4s50_1" \
    grt-ovfl-total 0 \
    top_area_share_pct 11.7 \
    nClkBuffers 0 \
    wl_per_cell_um 11.0 \
    ys_cells 87 \
    dr.pass1.iters 4 \
    internal_power_uw 140 \
    path_class "in -> out" \
    track_usage_pct 6.00 \
    relSlewSlack_pct 82.8 \
    powerDensity_nw_per_um2 202 \
]
## power by group through the flow
stage / combinational, µW / clock [µW] / sequential, µW
CTS: 220 / 0 / 0
global route: 242 / 0 / 0
finish: 217 / 0 / 0
## cell usage after synthesis (4+ instances only)
cell	n
nand3_1	4
o21ai_0	12
and2_1	6
nor2_1	9
nand2_1	8
a21oi_1	5
a211o_1	6
inv_1	8
## area by class of cell
cell class                 instances  area, µm²
inverter                           8       30.0
fill                             381       2340
multi-input combinational         74        473
timing repair buffer              59        514
tap                               46       57.6
## repair_timing
action,CTS,global route
resized,21,13
endpoints found under the setup margin,26,10
pin swaps,2,0
gates cloned,0,0
## per-layer routing
metal  up-vias  part of all wire, %  track usage (%)
li1        424                    -                -
met1       355                   45             8.44
met2        31                   43             9.23
met3         0                   12             1.93
met4         0                    0                0
met5         -                    0                0
## placed cells by master, fill, tap and decap left out, types with 3 or more instances in the layout
cell type and instances:
a211o_1 6, a21oi_1 5, and2_1 6, and2b_1 3
buf_4 15, clkbuf_2 5, clkdlybuf4s50_1 28, dlygate4sd2_1 11
inv_1 8, nand2_1 8, nand3_1 4, nor2_1 9
nor3b_2 3, o21ai_0 10, o21ai_1 4, o22a_1 3
o31ai_1 3
## through the flow
step | setup slack, ns | hold slack (ns) | cells | cell area (µm²) | total power (µW)
2_1_floorplan | 0.769 | 0.914 | 87 | 513 | 69.3
3_3_place_gp | -0.213 | 1.92 | 187 | 1080 | 224
3_5_place_dp | -0.206 | 1.92 | 187 | 1080 | 226
4_1_cts | 0.0420 | 1.67 | 187 | 1090 | 220
5_1_grt | 0.0104 | 1.57 | 187 | 1070 | 242
6_report | 0.0847 | 1.53 | 187 | 1070 | 217
## worst max-delay path: cells and delay by family
| kind | cells | cell delay [ns] |
|---|---|---|
| buffers and inverters | 2 | 0.69 |
| AND-OR/OR-AND | 1 | 0.22 |
| AND/OR/NAND/NOR | 2 | 0.32 |
## kinds of logic after synthesis
group           synth area share [%]
simple gates                    36.8
compound gates                  48.0
xor+xnor                        1.71
buf+inv                         13.4
## final timing paths
check,from,end,slack [ns],depth (start not counted)
setup / recovery,in_top[8],out_top[19],0.08,5
hold / removal,in_top[10],out_top[20],1.53,3
Power and IR drop assume default switching activity.
