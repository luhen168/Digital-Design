===== flow/run.sh =====
#!/bin/bash
# OpenROAD 26Q1-2900-gdf79404cd8, Yosys 0.63+post, stock flow scripts
make -C /OpenROAD-flow-scripts/flow DESIGN_CONFIG=/design/flow/config.mk WORK_HOME=/design/flow/orfs finish

===== flow/config.mk =====
export PLATFORM = sky130hd
export DESIGN_NAME = control_display_switch
export DESIGN_NICKNAME = control_display_switch
export VERILOG_FILES = /design/flow/design.v
export SDC_FILE = /design/flow/constraint.sdc
export NUM_CORES = 4
export LEC_CHECK = 1
export CORE_AREA = 10 10 70 70
export DIE_AREA = 0 0 80 80

===== flow/constraint.sdc =====
current_design control_display_switch

set clk_period 1.0
set clk_io_pct 0.2

create_clock -name clk0 -period $clk_period

set non_clock_inputs [all_inputs -no_clocks]
set_input_delay [expr $clk_period * $clk_io_pct] -clock clk0 $non_clock_inputs
set_output_delay [expr $clk_period * $clk_io_pct] -clock clk0 [all_outputs]

===== flow/design.v =====
module control_display_switch (
	input clk, rst, 
	input display_switch,
	input [13:0] led_s, led_y_thousand_hundred,
	input [13:0] led_y_ten_unit,
	input [13:0] led_mi, led_mo,
	input [13:0] led_h, led_d,
	output [13:0] FPGA_led_12, FPGA_led_34, FPGA_led_56, FPGA_led_78
);
	assign FPGA_led_12 = display_switch ? led_d : led_h; 
	assign FPGA_led_34 = display_switch ? led_mo : led_mi;
	assign FPGA_led_56 = display_switch ? led_y_thousand_hundred : led_s;
	assign FPGA_led_78 = display_switch ? led_y_ten_unit : 14'b11111111111111;
endmodule 

==> flow_summary.toml <==
# flow metrics
[yosys]
netlist.area_leader.share_pct = 54.74
syn_area_um2 = 713.2
post_synth_main_logic_family = "multiplexers"
synthSimpleGateAreaFrac_pct = 12.28
post_synth_num_cell_types = 5
ys_sh_mux_pct = 80.00
synth_top_cell_by_area = "sky130_fd_sc_hd__mux2_4"
synth.cellmix.compoundShare_pct = 0
synth.yosys.seq_area_share_pct = 0
ys_sh_adder_pct = 0
post_synth_inst_count = 62
ys.warnings.count = 0
yosysCellCount = 62
synth-area-yosys_um2 = 713.2
post_synth_xor_area_fraction_pct = 0
syn_avg_cell_area_um2 = 11.50
yosys-top-cells-area = "sky130_fd_sc_hd__mux2_4 (55%), sky130_fd_sc_hd__mux2_2 (25%), sky130_fd_sc_hd__nand2b_1 (12%)"

[worst_setup_path]
crit_path_cell_trace = "buf_12 -> buf_12 -> buf_12 -> mux2_4 -> buf_6"
worst_ep_required_time_ns = 0.80
critical_path.max_fanout = 7
cpMaxStageDelayCell = "sky130_fd_sc_hd__mux2_4"
worst_setup_path_start_kind = "input port"
setup.worst_path.class = "in -> out"
endpoint_kind = "output port"
critical_path.most_common_cell = "sky130_fd_sc_hd__buf_12"
critPathMaxStageDelay_ns = 0.29
critPathCapture = "FPGA_led_34[6]"
worst_ep_arrival_time_ns = 0.99
worst-path-stages = 5
critPathTopFamily = "buffers and inverters"
critical_path.startpoint = "display_switch"
cp_num_buf_inv = 4

[place]
io_port_bufs = 155
placed_cells_incl_taps = 260
dp.final_hpwl_mm = 4.824
globalplace.congestion = 0.7757
placement.setup.worst_slack_ns = -0.5381

[global_routing]
first_global_vias = 1294
grt_pass1_wl_mm = 7.376
antenna_found_initial = 1
globalRouteTotalUtil_pct = 14.98
grt_start_max_net_pins = 11
gr-total-overflow = 0

[power_and_ir_drop]
power-per-cell-area_nw_per_um2 = 391.0
max-vdd-ir-drop_uv = 205.3
total_power_uw = 916.8
static-leakage-power_uw = 0.001292

[cells_and_area]
flip_flops = 0
register_area_um2 = 0
layout.cells.most_common = "sky130_fd_sc_hd__dlygate4sd2_1"
relative_area_change_from_synthesis_to_final_layout_pct = 228.8
mostFrequentLayoutCells = "sky130_fd_sc_hd__dlygate4sd2_1 (81), sky130_fd_sc_hd__mux2_4 (38), sky130_fd_sc_hd__buf_6 (29)"
drive_gt1_share_pct = 49.77
clkbuf_count = 0
finish.cell_count_without_fillers = 268

[floorplanning]
floorplan.die.height_um = 80
design.core.area_um2 = 3416
floorplan.core_util_pct = 20.88
top_level_ports = 157
die_x_um = 80
design.die.area_um2 = 6400
number_of_placement_rows = 21

[worst_hold_path]
timing.hold.worst.class = "in -> out"
hold_path_startpoint = "led_d[11]"

[clocking]
ctsHoldBuffers = 0

[status]
violations = "negative setup slack"
status = "finished, violations left"

[final_timing]
timing_max_transition_violations_final = 0
finalHoldViolations = 0
tightest_slew_ns = 0.09527
slew_headroom_pct = 93.65
layout_min_cycle_time_ns = 1.191
fin_worst_hold_slack_ns = 0.6975
postLayoutSetupSlackWorst_ns = -0.1911
final_min_period_over_clock_period_pct = 119.1
fmax_ghz = 0.8395
unrepaired_setup_endpoints_after_global_routing = "true"
finalSetupViolations = 43

[detailed_routing]
drt_iter0_drc = 11
detailroute.via_count = 1134
post-route-drc-count = 0
routed_wl_mm = 5.287
drtPass1Iterations = 2
routed_wire_length_per_instance_um = 19.73
route.detailed.vias_per_inst = 4.231
antenna_violating_nets_post_route = 0

[run]
openroad.warnings = 37
maxCapViolCount = 0
[timing repair]
item | CTS | global route
gates resized | 282 | 21
setup endpoints to repair | 56 | 44
setup buffers | 4 | 0
gates cloned | 3 | 0
[metrics by stage]
stage / instance area, um^2 / utilization (%) / TNS (ns)
final: 2345 / 68.64 / -4.376
after global routing: 2345 / 68.64 / -5.134
after CTS: 2243 / 65.68 / -4.788
after detailed placement: 2322 / 67.99 / -27.02
after global placement: 2322 / 67.99 / -26.66
after floorplan: 713.2 / - / 0
[layer usage]
metal	track usage, %	up-vias	part of all wire, %
li1	-	547	-
met1	12.66	507	31
met2	30.18	80	55
met3	8.750	0	14
met4	0.7042	0	0
met5	0	-	0
[synthesized netlist by cell type]
master,count
sky130_fd_sc_hd__buf_2,2
sky130_fd_sc_hd__buf_6,4
sky130_fd_sc_hd__mux2_2,16
sky130_fd_sc_hd__mux2_4,26
sky130_fd_sc_hd__nand2b_1,14
[worst min path at each step]
stage,end,slack [ns],cells past startpoint
4_1_cts,FPGA_led_78[2],0.75,3
5_1_grt,FPGA_led_12[13],0.73,3
6_report,FPGA_led_12[11],0.70,3
[report_power, final]
group,switching (uW),total [uW],internal (uW)
clock,0,0.000134,0.000134
combinational,216,917,701
sequential,0,0,0
[layout make-up]
cell class	count	area, um^2
diodes	1	2.502
fillers	298	1071
multi-input cells	56	718.2
well taps	46	57.56
repair buffers	165	1567
[cell families after synthesis]
kind of cell,count (synthesis)
mux,42
simple gates,14
buf+inv,6
Power is estimated from default activity; no workload was simulated.
