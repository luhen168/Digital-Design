==> ./design.v <==
module cnt_d (
    input clk,
    input rst,
    input pulse_1d, 
    input [6:0] cnt_mo, cnt_y_ten_unit,
    input increase_d, decrease_d, enable_cnt_d,
    output [5:0] cnt_d,
    output pulse_1mo
);
    reg [5:0] cnt;
    reg pre_increase_d, pre_decrease_d;
    wire [5:0] day_total_in_mo;
    assign pulse_1mo = (cnt == day_total_in_mo) & pulse_1d;
    assign day_total_in_mo =    (cnt_mo == 7'd1) ? 5'd31 :  
                                (cnt_mo == 7'd2) ? 
                                ((cnt_y_ten_unit != 7'd0 && cnt_y_ten_unit[1:0] == 2'b00) ? 5'd29 : 5'd28) :  
                                (cnt_mo == 7'd3) ? 5'd31 :  
                                (cnt_mo == 7'd4) ? 5'd30 :  
                                (cnt_mo == 7'd5) ? 5'd31 :  
                                (cnt_mo == 7'd6) ? 5'd30 :  
                                (cnt_mo == 7'd7) ? 5'd31 :  
                                (cnt_mo == 7'd8) ? 5'd31 :  
                                (cnt_mo == 7'd9) ? 5'd30 :  
                                (cnt_mo == 7'd10) ? 5'd31 :  
                                (cnt_mo == 7'd11) ? 5'd30 :  
                                (cnt_mo == 7'd12) ? 5'd31 :  
                                6'd0;  
    always @(posedge clk or negedge rst) begin
        if (~rst) begin
            cnt <= 6'd1;
            pre_increase_d <= 1;
            pre_decrease_d <= 1;
        end else begin
            if (enable_cnt_d) begin
                if (pulse_1d) begin
                    if (cnt == day_total_in_mo) cnt <= 6'd1;
                    else cnt <= cnt + 1;   
                end
                if(increase_d != pre_increase_d) begin
                    pre_increase_d <= increase_d;
                    if (increase_d == 0) begin
                        if (cnt == day_total_in_mo) cnt <= 6'd1;
                        else cnt <= cnt + 1;
                    end
                end else if(decrease_d != pre_decrease_d) begin
                    pre_decrease_d <= decrease_d;
                    if (decrease_d == 0) begin
                        if (cnt == 6'd1) cnt <= day_total_in_mo;
                        else cnt <= cnt - 1;
                    end
                end
            end 
        end
    end
    assign cnt_d = cnt;
endmodule
module cnt_h (
    input clk,
    input rst,
    input pulse_1h,
    input increase_h, decrease_h, enable_cnt_h,
    output [5:0] cnt_h,
    output pulse_1d 
);
    reg [5:0] cnt;
    reg pre_increase_h, pre_decrease_h;
    always @(posedge clk or negedge rst)begin
        if (~rst) begin
            cnt <= 6'd0;
            pre_increase_h <= 1;
            pre_decrease_h <= 1;
        end else begin
            if (enable_cnt_h) begin
                if (pulse_1h) begin
                    if (cnt == 6'd23) cnt <= 6'd0;
                    else cnt <= cnt + 1;   
                end
                if(increase_h != pre_increase_h) begin
                    pre_increase_h <= increase_h;
                    if (increase_h == 0) begin
                        if (cnt == 6'd23) cnt <= 6'd0;
                        else cnt <= cnt + 1;
                    end
                end else
                if(decrease_h != pre_decrease_h) begin
                    pre_decrease_h <= decrease_h;
                    if (decrease_h == 0) begin
                        if (cnt == 6'd00) cnt <= 6'd23;
                        else cnt <= cnt - 1;
                    end
                end
            end 
        end
    end
    assign pulse_1d = (cnt == 6'd23) & pulse_1h;
    assign cnt_h = cnt;  
endmodule
module cnt_mi (
    input clk,
    input rst,
    input pulse_1mi,
    input increase_mi, decrease_mi, enable_cnt_mi,
    output [5:0] cnt_mi,
    output pulse_1h 
);
    reg [5:0] cnt;
    reg pre_increase_mi, pre_decrease_mi;
    always @(posedge clk or negedge rst)begin
        if (~rst) begin
            cnt <= 6'd0;
            pre_increase_mi <= 1;
            pre_decrease_mi <= 1;
        end else begin
            if (enable_cnt_mi) begin
                if (pulse_1mi) begin
                    if (cnt == 6'd59) cnt <= 6'd0;
                    else cnt <= cnt + 1;   
                end
                if(increase_mi != pre_increase_mi) begin
                    pre_increase_mi <= increase_mi;
                    if (increase_mi == 0) begin
                        if (cnt == 6'd59) cnt <= 6'd0;
                        else cnt <= cnt + 1;
                    end
                end else
                if(decrease_mi != pre_decrease_mi) begin
                    pre_decrease_mi <= decrease_mi;
                    if (decrease_mi == 0) begin
                        if (cnt == 6'd00) cnt <= 6'd59;
                        else cnt <= cnt - 1;
                    end
                end
            end 
        end
    end
    assign pulse_1h = (cnt == 6'd59) & pulse_1mi;
    assign cnt_mi = cnt;  
endmodule
module cnt_mo (
    input clk,
    input rst,
    input pulse_1mo,
    input increase_mo, decrease_mo, enable_cnt_mo,
    output [5:0] cnt_mo,  
    output pulse_y_ten_unit
);
    reg [5:0] cnt;
    reg pre_increase_mo, pre_decrease_mo;
    always @(posedge clk or negedge rst)begin
        if (~rst) begin
            cnt <= 6'd1;
            pre_increase_mo <= 1;
            pre_decrease_mo <= 1;
        end else begin
            if (enable_cnt_mo) begin
                if (pulse_1mo) begin
                    if (cnt == 6'd12) cnt <= 6'd1;
                    else cnt <= cnt + 1;   
                end
                if(increase_mo != pre_increase_mo) begin
                    pre_increase_mo <= increase_mo;
                    if (increase_mo == 0) begin
                        if (cnt == 6'd12) cnt <= 6'd1;
                        else cnt <= cnt + 1;
                    end
                end else
                if(decrease_mo != pre_decrease_mo) begin
                    pre_decrease_mo <= decrease_mo;
                    if (decrease_mo == 0) begin
                        if (cnt == 6'd1) cnt <= 6'd12;
                        else cnt <= cnt - 1;
                    end
                end
            end 
        end
    end
    assign pulse_y_ten_unit = (cnt == 6'd12) & pulse_1mo;
    assign cnt_mo = cnt;  
endmodule
module cnt_s (
    input clk,
    input rst,
    input pulse_1s,
    input increase_s, 
	 input decrease_s, 
	 input enable_cnt_s,
    output [5:0] cnt_s,  
    output pulse_1mi 
);
    reg [5:0] cnt;
    reg pre_increase_s, pre_decrease_s;      
    always @(posedge clk or negedge rst )begin
        if (~rst) begin      
            cnt <= 6'd0;
            pre_increase_s <= 1;
            pre_decrease_s <= 1;
        end else begin
            if (enable_cnt_s) begin   
                if (pulse_1s) begin   
                    if (cnt == 6'd59) cnt <= 6'd0;
                    else cnt <= cnt + 1;   
                end
                if(increase_s != pre_increase_s) begin       
                    pre_increase_s <= increase_s;            
                    if (increase_s == 0) begin               
                        if (cnt == 6'd59) cnt <= 6'd0;
                        else cnt <= cnt + 1;
                    end
                end else if(decrease_s != pre_decrease_s) begin      
                    pre_decrease_s <= decrease_s;
                    if (decrease_s == 0) begin
                        if (cnt == 6'd00) cnt <= 6'd59;
                        else cnt <= cnt - 1;
                    end
                end
            end 
        end
    end
    assign pulse_1mi = (cnt == 6'd59) & pulse_1s;
    assign cnt_s = cnt;  
endmodule
module cnt_y_ten_unit (
    input clk,
    input rst,
    input pulse_y_ten_unit,
    input increase_y, decrease_y, enable_cnt_y_ten_unit,
    output [6:0] cnt_y_ten_unit,  
    output pulse_y_thousand_hundred
);
    reg [6:0] cnt;
    reg pre_increase_y, pre_decrease_y;
    always @(posedge clk or negedge rst)begin
        if (~rst) begin
            cnt <= 7'd20;
            pre_increase_y <= 1;
            pre_decrease_y <= 1;
        end else begin
            if (enable_cnt_y_ten_unit) begin
                if (pulse_y_ten_unit) begin
                    if (cnt == 7'd99) cnt <= 7'd0;
                    else cnt <= cnt + 1;   
                end
                if(increase_y != pre_increase_y) begin
                    pre_increase_y <= increase_y;
                    if (increase_y == 0) begin
                        if (cnt == 7'd99) cnt <= 7'd0;
                        else cnt <= cnt + 1;
                    end
                end else
                if(decrease_y != pre_decrease_y) begin
                    pre_decrease_y <= decrease_y;
                    if (decrease_y == 0) begin
                        if (cnt == 7'd00) cnt <= 7'd99;
                        else cnt <= cnt - 1;
                    end
                end
            end 
        end
    end
    assign pulse_y_thousand_hundred = (cnt == 7'd99) & pulse_y_ten_unit;
    assign cnt_y_ten_unit = cnt;
endmodule
module cnt_y_thousand_hundred (
    input clk,
    input rst,
    input pulse_y_thousand_hundred,
    input increase_y_thousand_hundred, decrease_y_thousand_hundred, enable_cnt_y_thousand_hundred,
    output [6:0] cnt_y_thousand_hundred
);
    reg [6:0] cnt;
    reg pre_increase_y_thousand_hundred, pre_decrease_y_thousand_hundred;
    always @(posedge clk or negedge rst)begin
        if (~rst) begin
            cnt <= 7'd20;
            pre_increase_y_thousand_hundred <= 1;
            pre_decrease_y_thousand_hundred <= 1;
        end else begin
            if (enable_cnt_y_thousand_hundred) begin
                if (pulse_y_thousand_hundred) begin
                    if (cnt == 7'd99) cnt <= 7'd0;
                    else cnt <= cnt + 1;   
                end
                if(increase_y_thousand_hundred != pre_increase_y_thousand_hundred) begin
                    pre_increase_y_thousand_hundred <= increase_y_thousand_hundred;
                    if (increase_y_thousand_hundred == 0) begin
                        if (cnt == 7'd99) cnt <= 7'd0;
                        else cnt <= cnt + 1;
                    end
                end else
                if(decrease_y_thousand_hundred != pre_decrease_y_thousand_hundred) begin
                    pre_decrease_y_thousand_hundred <= decrease_y_thousand_hundred;
                    if (decrease_y_thousand_hundred == 0) begin
                        if (cnt == 7'd00) cnt <= 7'd99;
                        else cnt <= cnt - 1;
                    end
                end
            end 
        end
    end
    assign cnt_y_thousand_hundred = cnt;  
endmodule
module control_cnt (
    input clk,
    input rst,
    input pulse_1s,
    input increase_signal, decrease_signal,   
	 input enable_cnt_s, enable_cnt_mi, enable_cnt_h,
	 input enable_cnt_d, enable_cnt_mo, enable_cnt_y_ten_unit, enable_cnt_y_thousand_hundred,
    output [5:0] cnt_s, cnt_mi, cnt_h, cnt_d, cnt_mo,
    output [6:0] cnt_y_ten_unit, cnt_y_thousand_hundred
);
    wire pulse_1mi, pulse_1h, pulse_1d, pulse_1mo, pulse_y_ten_unit, pulse_y_thousand_hundred;
    cnt_s inst_cnt_s (
        .clk(clk),
		.rst(rst),
        .enable_cnt_s(enable_cnt_s),
        .pulse_1s(pulse_1s),
        .increase_s(increase_signal),
        .decrease_s(decrease_signal),
        .pulse_1mi (pulse_1mi),
        .cnt_s(cnt_s)
    );
    cnt_mi inst_cnt_mi (
        .clk(clk),
		.rst(rst),
        .enable_cnt_mi(enable_cnt_mi),
        .pulse_1mi(pulse_1mi),
        .increase_mi(increase_signal),
        .decrease_mi(decrease_signal),
        .pulse_1h (pulse_1h),
        .cnt_mi(cnt_mi)
    );
    cnt_h inst_cnt_h (
        .clk(clk),
		.rst(rst),
        .enable_cnt_h(enable_cnt_h),
        .pulse_1h(pulse_1h),
        .increase_h(increase_signal),
        .decrease_h(decrease_signal),
        .pulse_1d (pulse_1d),
        .cnt_h(cnt_h)
    );
    cnt_d inst_cnt_d (
        .clk(clk),
		.rst(rst),
        .enable_cnt_d(enable_cnt_d),
        .pulse_1d(pulse_1d),
        .cnt_y_ten_unit(cnt_y_ten_unit),
        .cnt_mo(cnt_mo),
        .increase_d(increase_signal),
        .decrease_d(decrease_signal),
        .pulse_1mo (pulse_1mo),
        .cnt_d(cnt_d)
    );
    cnt_mo inst_cnt_mo (
        .clk(clk),
		.rst(rst),
        .enable_cnt_mo(enable_cnt_mo),
        .pulse_1mo(pulse_1mo),
        .increase_mo(increase_signal),
        .decrease_mo(decrease_signal),
        .pulse_y_ten_unit (pulse_y_ten_unit),
        .cnt_mo(cnt_mo)
    );
    cnt_y_ten_unit inst_cnt_y_ten_unit (
        .clk(clk),
		.rst(rst),
        .enable_cnt_y_ten_unit(enable_cnt_y_ten_unit),
        .pulse_y_ten_unit(pulse_y_ten_unit),
        .increase_y(increase_signal),
        .decrease_y(decrease_signal),
        .pulse_y_thousand_hundred(pulse_y_thousand_hundred),
        .cnt_y_ten_unit(cnt_y_ten_unit)
    );
    cnt_y_thousand_hundred inst_cnt_y_thousand_hundred (
        .clk(clk),
        .rst(rst),
        .pulse_y_thousand_hundred(pulse_y_thousand_hundred),
        .increase_y_thousand_hundred(increase_signal), 
        .decrease_y_thousand_hundred(decrease_signal), 
        .enable_cnt_y_thousand_hundred(enable_cnt_y_thousand_hundred),
        .cnt_y_thousand_hundred(cnt_y_thousand_hundred)
    );
endmodule
==> ./run.sh <==
#!/bin/bash
# OpenROAD 26Q1-2900-gdf79404cd8, Yosys 0.63+post, stock flow scripts
make -C /OpenROAD-flow-scripts/flow DESIGN_CONFIG=/design/flow/config.mk WORK_HOME=/design/flow/orfs finish
==> ./config.mk <==
export PLATFORM = sky130hd
export DESIGN_NAME = control_cnt
export DESIGN_NICKNAME = control_cnt
export VERILOG_FILES = /design/flow/design.v
export SDC_FILE = /design/flow/constraint.sdc
export NUM_CORES = 4
export LEC_CHECK = 1
export CORE_UTILIZATION = 50
==> ./constraint.sdc <==
current_design control_cnt

set clk_period 7.3
set clk_io_pct 0.2

create_clock -name clk0 -period $clk_period [get_ports {clk}]

set non_clock_inputs [all_inputs -no_clocks]
set_input_delay [expr $clk_period * $clk_io_pct] -clock clk0 $non_clock_inputs
set_output_delay [expr $clk_period * $clk_io_pct] -clock clk0 [all_outputs]
==> ci_impl_report.md <==
### Flow metrics

| Metric | Value |
|---|---|
| Post-CTS setup buffer count | `0` |
| Non-Filler Instances | `around 1100` |
| Total GRT Usage | `27.52%` |
| MaxCap Viol Count | `0` |
| RSZ-0062 raised after global routing | `false` |
| CP top delay family | `simple AND/OR/NAND/NOR gates` |
| H-tree depth | `3` |
| Vias | `6664` |
| Worst slew pin tran | `between 0.7 and 0.8 ns` |
| Placer's final routability congestion estimate | `0.9330` |
| Syn Inst Count | `between 800 and 900` |
| Total CTS buffers | `9` |
| Antenna cell count | `0` |
| Worst skew pair latency | `0.34 ns` |
| Hold_ws | `0.4736 ns` |
| Total net switching power | `0.001083 W` |
| CP Capture Type | `register` |
| Worst path cell trace | `clkdlybuf4s50_1 > inv_2 > or4_1 > nor3_4 > nand2_1 > nor2_1 > nand3_1 > a21boi_0 > o21ai_0 > a211o_1` |
| Synth Flop Type | `dfrtp_1` |
| Die Size | `13240 um2` |
| CP bufs+invs | `2` |
| DR WL/cell | `16.07 um` |
| Vias in the first global route | `5997` |
| Mapped Avg Cell Area | `7.180 um2` |
| WP data arrival | `about 5.3 ns` |
| Seq/Total Area, Yosys | `23.11%` |
| Comb power frac | `49.6%` |
| EDFF count, synth | `0` |
| Clock period minus final worst setup slack | `5.069 ns` |
| Yosys cell count | `890` |
| Tool warnings | `42` |
| Fin. Hold Viols | `0` |
| Clock sinks | `58` |
| Pins Over Slew Limit | `0` |
| Core Util at FP | `52.33%` |
| Setup CP Type | `in -> reg` |
| P_int | `0.001395 W` |
| Top cells by count, synth | `99 x nand2_1, 87 x o21ai_0, 79 x nor2_1, 70 x a21oi_1` |
| Slowest-stage cell, CP | `or4_1` |
| Setup slack, reg-to-reg | `3.27 ns` |
| Clock share of power | `between 10% and 20%` |
| Pwr Density | `343.9 nW/um2` |
| Top cells by area | `dfrtp_1 15%, dfstp_2 8.2%, o21ai_0 6.8%, nand2_1 5.8%, a21oi_1 5.5%` |
| Placed Instances | `1050` |
| LEAKAGE | `2.787 nW` |
| Gr ovfl total | `0` |
| Register area | `between 1000 and 1500 um2` |
| Yosys warnings | `8` |
| DRC errors left | `0` |
| Sequential power share | `31.5%` |
| Worst R2R End | `inst_cnt_mo.cnt[1]` |
| Worst R2R Path Depth | `11` |
| Post-synthesis cell area | `6390 um2` |
| Post-CTS Hold Buffers | `0` |
| Hold WC Path Type | `reg -> reg` |
| Layout cell share with drive strength beyond 1 | `under 10%` |
| VDD IR max | `0.2028 mV` |
| Drt pass-1 iters | `5` |
| MI comb area | `4497 um2` |
| CTS root buf | `clkbuf_16` |
| Port Buffers | `55` |
| Status | `completed` |
| DR vias/cell | `between 6 and 7` |
| Detail Route Antenna Nets | `0` |
| Width of the chip | `115.0 um` |
| Post-layout period usage of the worst path | `69.43%` |
| First-pass GRT wire length | `29060 um` |
| Largest net degree at the start of global routing | `40` |
| Critical path peak fanout | `13` |
| Clock Skew | `0.005634 ns` |
| Max Root-Sink Buffers | `2` |
| Final wirelength | `approximately 17000 um` |
| Initial antenna violation count | `0` |
| Top-area cell share | `14.88%` |
| Startpoint types | `input port` |
| Fill cells | `approximately 1100` |
| Syn-to-layout area delta | `12.79%` |
| Final setup viols | `0` |
| Setup_tns | `0 ns` |
| Required @ worst endpoint | `approximately 7.6 ns` |
| Post-CTS resize count | `0` |
| CTS tree | `built` |
| Yosys top cell by area | `dfrtp_1` |
| Depth of the worst hold-timing path | `2` |
| Unique masters post-synth | `83` |
| Core area | `12210 um2` |
| Post-synth regs | `58` |
| Io pins | `~56` |
| Yosys Chip Area | `6390 um2` |
| Sw Share | `43.71%` |
| Row cnt | `40` |
| Clk pin slew, worst setup/hold paths | `0.05 ns` |
| Post-route cell area | `7207 um2` |
| Worst rel slew slack | `51.00%` |
| Critical Path Max Stage Delay | `0.76 ns` |
| Reg2reg start | `inst_cnt_mo.cnt[0]` |
| F_max | `197.3 MHz` |
| Count leader, synth | `nand2_1` |
| DP Area | `6887 um2` |
| Final HPWL from detailed placement | `11730 um` |
| DIE HEIGHT | `115.0 um` |
| Async SR Flop Fraction | `roughly 100%` |
| Starting DRT DRC Count | `440` |
-- placed cells by master (no fill, tap or decap), types with 7 or more instances in the layout --
cell type and n:
clkdlybuf4s50_1 54, and3_1 16, maj3_1 7, nand3_1 50, ha_1 22, o22ai_1 12, or3_1 9, a211oi_1 10
dfstp_2 20, nor2b_1 18, inv_1 31, nand2_1 99, a22o_1 13, a31oi_1 11, nor2_1 79, nand4_1 12
dfrtp_1 38, xnor2_1 18, o31ai_1 10, xor2_1 8, nor3_1 35, a22oi_1 7, mux2_2 12, nand2b_1 14
o211ai_1 14, o21ai_0 87, a21oi_1 70, clkbuf_16 9
-- through the flow --
step           setup slack, ns  power (W)  util (%)
2_1_floorplan            3.504   0.001593         -
3_3_place_gp             2.057   0.001977     56.39
3_5_place_dp             1.971   0.001991     56.39
4_1_cts                  2.322   0.002481     59.02
5_1_grt                  1.918   0.002697     59.02
6_report                 2.231   0.002479     59.02
-- how the worst max path moves through the flow --
stage     startpoint                    endpoint  slack, ns  cells after the start
5_1_grt     pulse_1s  inst_cnt_y_ten_unit.cnt[6]       1.92                      9
4_1_cts     pulse_1s  inst_cnt_y_ten_unit.cnt[2]       2.32                     10
6_report    pulse_1s  inst_cnt_y_ten_unit.cnt[2]       2.23                     10
-- sequential cells by signal, indices dropped and copies added, names as in the netlist, 6 cells and up --
signal                           cells
inst_cnt_mo.cnt                      6
inst_cnt_mi.cnt                      6
inst_cnt_h.cnt                       6
inst_cnt_y_thousand_hundred.cnt      7
inst_cnt_s.cnt                       6
inst_cnt_y_ten_unit.cnt              7
inst_cnt_d.cnt                       6
-- worst register-to-register path: stages (launching register included) --
cell       delay, ns
dfstp_2         0.61
inv_1           0.13
ha_1            0.30
or3_1           0.41
o31a_1          0.29
a2111oi_0       0.48
a211o_2         0.24
and4bb_1        0.51
nand2_4         0.22
a211oi_2        0.26
a211oi_1        0.06
or3_1           0.39
-- power groups by stage --
stage	Sequential, W	Combinational, W	Clock, W
6_report	0.000781	0.00123	0.000468
5_1_grt	0.000818	0.00139	0.000493
4_1_cts	0.000773	0.00123	0.000481
-- area by class of cell --
class / count / share of cell area (%)
well taps: 168 / 2.917
clock inverters: 5 / 1.076
inverters: 32 / 1.667
repair buffers: 60 / 8.090
multi-input cells: 732 / 62.40
flip-flops and latches: 58 / 20.49
clock buffers: 11 / 3.368
-- kinds of logic after synthesis --
kind of cell	after synthesis	synth area share [%]
buf+inv	100	6.520
compound gates	295	29.63
fa+ha+maj	29	5.404
flops	58	23.11
xor+xnor	27	3.995
simple gates	365	28.61
mux	16	2.741
-- metal layers --
layer  vias up  part of all wire, %  GRT usage (%)
li1       3291                    -              -
met1      3132                   45          40.02
met2       222                   48          44.54
met3        19                  5.7          4.772
met4         0                  1.4          4.675
met5         -                    0              0
Power is estimated from default activity; no workload was simulated.
